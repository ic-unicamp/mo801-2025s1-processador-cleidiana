`flow/run.sh`:
```
#!/bin/bash
# OpenROAD 26Q1-2900-gdf79404cd8, Yosys 0.63+post, stock flow scripts
make -C /OpenROAD-flow-scripts/flow DESIGN_CONFIG=/design/flow/config.mk WORK_HOME=/design/flow/orfs finish
```
`flow/config.mk`:
```
export PLATFORM = sky130hd
export DESIGN_NAME = core
export DESIGN_NICKNAME = core
export VERILOG_FILES = /design/flow/design.v
export SDC_FILE = /design/flow/constraint.sdc
export NUM_CORES = 4
export LEC_CHECK = 1
export CORE_UTILIZATION = 40
export SYNTH_HDL_FRONTEND = slang
```
`flow/constraint.sdc`:
```
current_design core

set clk_period 31.0
set clk_io_pct 0.2

create_clock -name clk0 -period $clk_period [get_ports {clk}]

set non_clock_inputs [all_inputs -no_clocks]
set_input_delay [expr $clk_period * $clk_io_pct] -clock clk0 $non_clock_inputs
set_output_delay [expr $clk_period * $clk_io_pct] -clock clk0 [all_outputs]
```
`flow/design.v`:
```
module alu (  
  input clk,
  input [3:0] ALU_ctr,
  input [31:0] ALU_srcA,   
  input  [31:0] ALU_srcB,       
  output reg [31:0] ALU_resp
);
parameter ADD = 5'b00000;
parameter SUB = 5'b00001;
parameter AND = 5'b00010;
parameter OR = 5'b00011;
parameter XOR = 5'b00100;
parameter SLL = 5'b00101;
parameter SRL = 5'b00110;
parameter SLT = 5'b00111;
parameter SRA = 5'b01110;
parameter SLTU = 5'b01111;
parameter SLL_12 = 5'b10000;
always @(posedge clk) begin
  case(ALU_ctr)
    ADD: ALU_resp = ALU_srcA + ALU_srcB;       
    SUB: ALU_resp = ALU_srcA - ALU_srcB;         
    AND: ALU_resp = ALU_srcA & ALU_srcB;       
    OR: ALU_resp = ALU_srcA | ALU_srcB;         
    XOR: ALU_resp = ALU_srcA ^ ALU_srcB;       
    SLL: ALU_resp = ALU_srcA << ALU_srcB[4:0];  
    SLL_12: ALU_resp = ALU_srcA << 12;    
    SRL: ALU_resp = ALU_srcA >> ALU_srcB[4:0];  
    SRA: ALU_resp = $signed(ALU_srcA) >>> ALU_srcB[4:0];
    SLT: ALU_resp = ($signed(ALU_srcA) < $signed(ALU_srcB)) ? 32'd1 : 32'd0; 
    SLTU: ALU_resp = ($unsigned(ALU_srcA) < $unsigned(ALU_srcB)) ? 32'd1 : 32'd0; 
    default: ALU_resp = 32'd0;
  endcase
end
endmodule
module alu_dec (  
    input [2:0] funct3,
    input [6:0] funct7,   
    input [3:0] fmt,    
    output reg [3:0] ALU_ctr
);
parameter ADD = 5'b00000;
parameter SUB = 5'b00001;
parameter AND = 5'b00010;
parameter OR = 5'b00011;
parameter XOR = 5'b00100;
parameter SLL = 5'b00101;
parameter SRL = 5'b00110;
parameter SLT = 5'b00111;
parameter SRA = 5'b01110;
parameter SLTU = 5'b01111;
parameter SLL_12 = 5'b10000;
parameter R_TYPE = 0;
parameter I_TYPE = 1;
parameter IL_TYPE = 2;
parameter IE_TYPE = 3;
parameter S_TYPE = 4;
parameter B_TYPE = 5;
parameter J_TYPE = 6;
parameter JI_TYPE = 7;
parameter U_TYPE = 8;
parameter UP_TYPE = 9;
always @(*) begin
    case (fmt)
        R_TYPE: begin
            case (funct3)
                0: begin
                    if(funct7 == 0) ALU_ctr = ADD;
                    else if(funct7 == 'h20) ALU_ctr = SUB;
                end
                4: ALU_ctr = XOR;
                6: ALU_ctr = OR;
                7: ALU_ctr = AND;
                1: ALU_ctr = SLL; 
                5: begin
                    if (funct7 == 0) ALU_ctr = SRL; 
                    else if (funct7 == 'h20) ALU_ctr = SRA; 
                end 
                2: ALU_ctr = SLT; 
                3: ALU_ctr = SLTU;
                default: 
                    ALU_ctr = AND;
            endcase
        end
        I_TYPE: begin
            case (funct3)
                0: ALU_ctr = ADD;
                4: ALU_ctr = XOR;
                6: ALU_ctr = OR;
                7: ALU_ctr = AND;
                1: ALU_ctr = SLL; 
                5: begin
                    if (funct7 == 0) ALU_ctr = SRL; 
                    else if (funct7 == 'h20) ALU_ctr = SRA; 
                end 
                2: ALU_ctr = SLT;
                3: ALU_ctr = SLTU;
                default: 
                    ALU_ctr = AND;
                endcase
        end
        IL_TYPE: begin
         ALU_ctr = ADD;
        end
        S_TYPE: begin
           ALU_ctr = ADD;
        end
        B_TYPE: begin
            ALU_ctr = ADD;
        end
        J_TYPE: begin
            ALU_ctr = ADD;
        end
        JI_TYPE: begin
            ALU_ctr = ADD;
        end
        U_TYPE: begin
            ALU_ctr = SLL_12;
        end
        UP_TYPE: begin
            ALU_ctr = ADD;
        end
        default: ALU_ctr = ADD;
    endcase
end
endmodule
module core(  
  input clk,  
  input resetn,  
  output reg [31:0] address,  
  output reg [31:0] data_out,  
  input [31:0] data_in,  
  output reg we  
);
wire [31:0] ALU_resp;
reg [31:0] ALU_srcA;   
reg [31:0] ALU_srcB;    
wire [3:0] ALU_ctr_ad; 
wire [3:0] ALUOut; 
wire [6:0] op; 
wire [2:0] funct3; 
wire [6:0] funct7;
wire [4:0] rd;
wire [4:0] rs1;
wire [4:0] rs2;
wire [31:0] immI, immS, immB, immU, immJ;
reg [31:0] Adr;
reg [3:0] state = 0, state_next = 0;
reg [31:0] pc = 0;
reg [31:0] pc_next = 0;
reg [31:0] pc_add;
reg PCWrite;
reg AdrSrc, LinkReg, Branch, weMem;
reg [31:0] instr;    
reg IRWrite;
reg ResultSrc = 0;
reg ImmSrc = 0;
reg RegWrite = 0;
assign  op = instr[6:0];
assign  funct3 = instr[14:12];
assign  rd = instr[11:7];
assign  rs1 = instr[19:15];
assign  rs2 = instr[24:20];
assign  funct7 = instr[31:25];
assign immI = {{20{instr[31]}}, instr[31:20]};
assign immS = {{20{instr[31]}}, instr[31:25], instr[11:7]};
assign immB = {{19{instr[31]}}, instr[7], instr[30:25], instr[11:8], 1'b0};
assign immU = {instr[31:12], 12'b0};
assign immJ = {{11{instr[31]}}, instr[31], instr[19:12], instr[20], instr[30:21], 1'b0};
parameter DEBUG = 0;
parameter DEBUG_ST = 0;
parameter IDLE = 0;
parameter FETCH = 1;
parameter DECODE = 2;
parameter MEMADR = 3;
parameter MEMREAD = 4;
parameter MEMWB = 5;
parameter MEMWRITE = 6;
parameter EXECUTE = 7;
parameter ALUWB = 8;
parameter EXECUTE_B = 9;
parameter EXECUTE_J = 10;
parameter EXECUTE_U = 11;
parameter EXECUTE_UP = 12;
parameter EXECUTE_JL = 13;
parameter R_TYPE = 0;
parameter I_TYPE = 1;
parameter IL_TYPE = 2;
parameter IE_TYPE = 3;
parameter S_TYPE = 4;
parameter B_TYPE = 5;
parameter J_TYPE = 6;
parameter JI_TYPE = 7;
parameter U_TYPE = 8;
parameter UP_TYPE = 9;
reg [31:0] regis[0:31];
wire [31:0] data_out1;
wire [31:0] data_out2;
reg [4:0] reg_w;
reg [3:0] fmt;
alu_dec dec(  
  .funct3(funct3),   
  .funct7(funct7),       
  .fmt(fmt),
  .ALU_ctr(ALU_ctr_ad)
);
alu ad(  
  .clk(clk),
  .ALU_srcA(ALU_srcA),   
  .ALU_srcB(ALU_srcB),       
  .ALU_ctr(ALU_ctr_ad),
  .ALU_resp(ALU_resp)
);
RegisterFile regisFile(   
  .clk(clk),
  .rs1(rs1),         
  .rs2(rs2),         
  .w(reg_w),          
  .data_in(data_out),    
  .we(RegWrite),          
  .data_out1(data_out1), 
  .data_out2(data_out2) 
);
always @(posedge clk) begin
  if (!resetn)begin
    if(state != IDLE) if(DEBUG_ST) $display("RESET");
    state = IDLE;
    pc = 0;
  end
  else begin
    state = state_next;
    if (PCWrite) begin
      pc = pc_next;
      if(DEBUG) $display("PROXIMO PC: 0x%h", pc);
    end
    if (IRWrite) begin
      instr = data_in;
      if(DEBUG) $display("INST: 0x%h", instr);
    end
  end
end
always @(*) begin  
  PCWrite = 0;
  IRWrite = 0; 
  AdrSrc = 0;  
  ALU_srcA = 0;
  ALU_srcB = 0;
  ResultSrc = 0;
  ImmSrc = 0;
  RegWrite = 0;
  state_next = state; 
  reg_w = 0;
  LinkReg = 0;
  pc_next = pc;
  Branch = 0;
  weMem = 0;
  case (state)
    IDLE: begin
      if(DEBUG_ST) $display("IDLE");
        state_next = FETCH;
    end
    FETCH: begin 
      if(DEBUG_ST) $display("FETCH 0x%h", pc_next);
      IRWrite = 1; 
      state_next = DECODE;
    end
    DECODE: begin 
      if(DEBUG_ST) $display("DECODE");
      case (op)
        7'b0110011: begin  
          if(DEBUG) $display("R-type");
          ALU_srcA = data_out1;
          ALU_srcB = data_out2;
          state_next = EXECUTE;
          fmt = R_TYPE;
        end
        7'b0010011: begin  
          if(DEBUG) $display("I-type");
          ALU_srcA = data_out1; 
          ALU_srcB = immI;      
          state_next = EXECUTE;
          fmt = I_TYPE;
        end
        7'b0000011: begin  
          if(DEBUG) $display("I-type LOAD");
          ALU_srcA = data_out1;
          ALU_srcB = immI;
          state_next = MEMADR;
          fmt = IL_TYPE;
        end
        7'b1110011 : begin  
          if(DEBUG) $display("I-type Env");
          state_next = IDLE;
          fmt = IE_TYPE;
        end
        7'b0100011 : begin  
          if(DEBUG_ST) $display("S-type");
          ALU_srcA = data_out1;
          ALU_srcB = immS;
          state_next = MEMADR;
          fmt = S_TYPE;
        end
        7'b1100011 : begin  
          if(DEBUG) $display("B-type");
          ALU_srcA = pc_next;
          ALU_srcB = immB;
          state_next = EXECUTE_B;
          fmt = B_TYPE;
        end
        7'b1101111 : begin  
          ALU_srcA = pc; 
          ALU_srcB = 4; 
          state_next = EXECUTE_JL;
          fmt = J_TYPE;
        end
        7'b1100111 : begin  
          if(DEBUG_ST) $display("JI-type");
          ALU_srcA = pc; 
          ALU_srcB = 4;   
          state_next = EXECUTE_JL;
          fmt = JI_TYPE;
        end
        7'b0110111 : begin  
          if(DEBUG_ST) $display("U-type");
          ALU_srcA = immU;
          ALU_srcB = 0;
          state_next = EXECUTE_U;
          fmt = U_TYPE;
        end
        7'b0010111 : begin  
          if(DEBUG_ST) $display("UP-type");
          ALU_srcA = immU;
          ALU_srcB = 0;
          state_next = EXECUTE_UP;
          fmt = U_TYPE;
        end
        7'b0001111 : begin  
          if(DEBUG_ST) $display("FENCE");
          PCWrite = 1;
          state_next = FETCH;
        end
        default: begin
        if(DEBUG_ST) $display("DEFAULT");
        PCWrite = 1;
        state_next = FETCH;
      end
    endcase
    end
    MEMADR: begin 
      if(DEBUG_ST) $display("MEMADR");
      AdrSrc = 1;
      if (op == 7'b0000011) begin  
        RegWrite = 1;  
        reg_w = rd;
        case (funct3)
          0: begin 
            case (address[1:0])
              2'b00: data_out = {{24{data_in[7]}},   data_in[7:0]};
              2'b01: data_out = {{24{data_in[15]}},  data_in[15:8]};
              2'b10: data_out = {{24{data_in[23]}},  data_in[23:16]};
              2'b11: data_out = {{24{data_in[31]}},  data_in[31:24]};
            endcase
          end
          1: begin 
            case (address[1])
              1'b0: data_out = {{16{data_in[15]}}, data_in[15:0]};
              1'b1: data_out = {{16{data_in[31]}}, data_in[31:16]};
            endcase
          end
          2: begin
            data_out = data_in;
          end
          4: begin 
            case (address[1:0])
              2'b00: data_out = {24'b0, data_in[7:0]};
              2'b01: data_out = {24'b0, data_in[15:8]};
              2'b10: data_out = {24'b0, data_in[23:16]};
              2'b11: data_out = {24'b0, data_in[31:24]};
            endcase
          end
          5: begin 
            case (address[1])
              1'b0: data_out = {16'b0, data_in[15:0]};
              1'b1: data_out = {16'b0, data_in[31:16]};
            endcase
          end
          default: begin
            data_out = 32'b0;
          end
        endcase
        state_next = MEMREAD;
      end 
      else if (op == 7'b0100011) begin  
        weMem = 1;
        case (funct3)
            0: begin
            case (address[1:0])
              2'b00: data_out = {data_in[31:8], data_out2[7:0]};
              2'b01: data_out = {data_in[31:16], data_out2[7:0], data_in[7:0]};
              2'b10: data_out = {data_in[31:24], data_out2[7:0], data_in[15:0]};
              2'b11: data_out = {data_out2[7:0], data_in[23:0]};
            endcase
            end
            1: begin
              case (address[1])
                1'b0: data_out = {data_in[31:16], data_out2[15:0]};
                1'b1: data_out = {data_out2[15:0], data_in[15:0]};
              endcase
            end
            2: begin
              data_out = data_out2;
            end
            default: data_out = data_out2;
        endcase
        state_next = MEMWRITE;
      end 
      else begin
        data_out = 32'b0;
        state_next = MEMREAD;
      end
    end
    MEMREAD: begin 
      if(DEBUG_ST) $display("MEMREAD");
      AdrSrc = 1;
      state_next = MEMWB;
    end
    MEMWB: begin 
      if(DEBUG_ST) $display("MEMWB");
      PCWrite = 1;
      state_next = FETCH;
    end
    MEMWRITE: begin 
      if(DEBUG_ST) $display("MEMWRITE");
      PCWrite = 1;
      state_next = FETCH;
    end
    EXECUTE: begin 
      if(DEBUG_ST) $display("EXECUTE");
      data_out = ALU_resp;
      state_next = ALUWB;
    end
    EXECUTE_J: begin 
      if(DEBUG) $display("EXECUTE J");
      LinkReg = 1;
      PCWrite = 1;
      state_next = FETCH;
    end
    EXECUTE_JL: begin 
      if(DEBUG) $display("EXECUTE JL");
      reg_w = rd;
      RegWrite = 1;
      if (op == 7'b1101111) begin
        ALU_srcA = pc; 
        ALU_srcB = immJ;  
      end else begin
        ALU_srcA = data_out1; 
        ALU_srcB = immI;  
      end
      data_out = ALU_resp;
      state_next = EXECUTE_J;
    end
    EXECUTE_B: begin 
      if(DEBUG_ST)  $display("EXECUTE_B");
      case (funct3)
        0: begin  
          if(data_out1 == data_out2) begin
            Branch = 1;
          end
        end
        1: begin  
          if(data_out1 != data_out2)begin
            Branch = 1;
          end
        end
        4: begin  
          if($signed(data_out1) < $signed(data_out2)) begin
            Branch = 1;
          end
        end
        5: begin  
          if(($signed(data_out1) >= $signed(data_out2)))begin
            Branch = 1;
          end
        end
        6: begin  
          if(data_out1 < data_out2)begin
            Branch = 1;
          end
        end
        7: begin  
          if(data_out1 >= data_out2)begin
            Branch = 1;
          end
        end 
      default: 
        Branch = 0;
      endcase
      PCWrite = 1;
      state_next = FETCH;
    end
    EXECUTE_U: begin
      data_out = ALU_resp;
      state_next = ALUWB;
    end
    EXECUTE_UP: begin
      ALU_srcA = ALU_resp;
      ALU_srcB = pc_next;
      state_next = EXECUTE_U;
      fmt = UP_TYPE;
    end
    ALUWB: begin
      if(DEBUG_ST) $display("ALUWB");
      reg_w = rd;
      RegWrite = 1;
      PCWrite = 1;
      state_next = FETCH;
    end
    default: begin
      if(DEBUG_ST) $display("DEFAULT VAI FETCH");
      PCWrite = 1;
      state_next = FETCH;
    end
  endcase
  we = weMem;
  address = (AdrSrc) ? ALU_resp : pc_next;
  pc_next = pc_next + 4;
  if (Branch || LinkReg) begin
      pc_next = ALU_resp;
  end 
end
endmodule
module RegisterFile (   
  input clk, 
  input [4:0] rs1,         
  input [4:0] rs2,         
  input [4:0] w,          
  input [31:0] data_in,    
  input we,          
  output reg [31:0] data_out1, 
  output reg [31:0] data_out2  
);
reg [31:0] regfile [0:31];
integer i;
initial begin
  for (i = 0; i < 32; i = i + 1)
    regfile[i] = 32'h00000000;
end
always @(posedge clk) begin
  if (we && w)  begin
    regfile[w] = data_in;
  end
end
always @(*) begin
  data_out1 = regfile[rs1]; 
  data_out2 = regfile[rs2];
end
endmodule
```
==> flow_metrics.tcl <==
# place-and-route summary
set metrics [dict create \
    gr_ovfl_total 0 \
    place_worst_setup_slack_ns 21.89 \
    timing.rr.start "instr[20]" \
    unclocked_pins 40 \
    worstHoldPathCells 2 \
    fin_util 0.455 \
    finalWeightedCongestion 1.01 \
    synth-edff-count 1056 \
    drt-initial-drc-count 3908 \
    ant_nets 0 \
    synth.yosys.chip_area_sq_um 64800 \
    warnings 91 \
    detail_route.first_pass.iterations 7 \
    global_route_wire_length_before_repair_mm 345 \
    synth.most_common_cell "edfxtp_1" \
    power_density_nw_per_um2 45.1 \
    period_used_share 0.316 \
    placement.cell_area_sq_um 69200 \
    wl_per_cell_um 33.8 \
    endpoint "address[1]" \
    core.rowCount 147 \
    ys_dominant_reg_cell "edfxtp_1" \
    number_of_warnings_issued_by_yosys 0 \
    async_flop_share 0 \
    clock_insertion_delay_worst_skew_ns 0.78 \
    layout_setup_ws_ns 21.21 \
    timing.clock.skew_ns 0.0431 \
    status "completed" \
    final_max_slew_viol_count 0 \
    number_of_levels_the_h_tree_was_split_into 3 \
    io-pin-count 99 \
    route.detailed.drc 0 \
    global_route.usage.total 0.320 \
    fp.coreArea_sq_um 161000 \
    endpoint_kind "primary output" \
    cts_tree "done" \
    vias 46600 \
    startpoint_type_of_the_worst_setup_path "flop" \
    path_class "flop to primary output" \
    avgViaCountPerCell 6.47 \
    leakagePower_nw 25.4 \
    drv.max_cap_violation_count 0 \
    fp_util 0.403 \
    synthDominantCellAreaShare 0.489 \
    worst_slew_pin_slew_ns 1.04 \
    area_delta_synth_final_pct 12.8 \
    layout_min_cycle_time_ns 9.79 \
    worstPathArrival_ns 3.59 \
    grt_max_degree 91 \
    synth.avg_cell_area_sq_um 13.4 \
    worst_hold_path_type "flop to flop" \
    clk_path_buf_depth 3 \
    worst_setup_path_startpoint "state[11]" \
    final_design_area_excluding_fillers_sq_um 73100 \
    synth_area_leader_cell "edfxtp_1" \
    worstPathMaxFanout 41 \
    netlist_area_sq_um 64800 \
    fmaxAchievable_mhz 102 \
    io_buffers 98 \
    cts_buffers 121 \
    number_of_buffers_added_for_setup_after_cts 0 \
    vdd.ir_drop.worst_v 0.0000490 \
    crit_required_ns 24.80 \
    finalSetupTns_ns 0 \
    regToRegSetupSlack_ns 21.88 \
    detail_route.wirelength_mm 244 \
    syn_inst 4840 \
    unconstrained_endpoints 1096 \
    layout.filler_cells 14000 \
    grt_pass1_vias 47900 \
    relSlewSlack 0.296 \
    dp_wirelength_mm 160 \
    dieArea_sq_um 164000 \
    synth.ff_latch_count 1174 \
    synthTopCellsByArea "edfxtp_1, mux4_2, mux2i_1" \
    yosys_cells 4840 \
    die_h_um 405 \
    synthTopCellsByCount "edfxtp_1, mux2i_1, mux4_2, nand2_1, a21oi_1" \
    clk_pin_slew_worst_paths_ns 0.06 \
    post_cts_resize_count 0 \
    setup_repair_after_global_routing_missed_its_margin "false" \
    cts_hold_buf 0 \
    setup_viol_count_final 0 \
    cts-root-buf "clkbuf_16" \
    hold_violations 0 \
    die_w_um 405 \
    post_synth_num_cell_types 88 \
    antenna_found_initial 14 \
    drive_above_1_share 0.193 \
    ff2ff_path_depth 24 \
    r2r_end "ad.ALU_resp[31]" \
    total_design_power_mw 3.30 \
]
cell type report:
| class | instances | area, sq um | share of cell area |
|---|---|---|---|
| multi-input cells | 3193 | 29300 | 0.401 |
| inverters | 126 | 473 | 0.00647 |
| diodes | 5 | 12.5 | 0.000171 |
| flip-flops and latches | 1174 | 33900 | 0.463 |
| clock inverters | 77 | 778 | 0.0106 |
| clock buffers | 145 | 3140 | 0.0429 |
| repair buffers | 333 | 2830 | 0.0388 |
| well taps | 2160 | 2700 | 0.0370 |
routing by layer:
metal | routed length (um) | global-route usage | vias up
met1 | 81700 | 0.388 | 23000
met3 | 37200 | 0.195 | 653
li1 | - | - | 19700
met4 | 12900 | 0.128 | 26
met2 | 112000 | 0.472 | 3264
met5 | 489 | 0.0214 | -
logic make-up after synthesis:
kind of cell | count (synthesis) | synth area share
adders and majority gates | 132 | 0.0257
latches | 40 | 0.00926
xor gates and xnor gates | 38 | 0.00513
DFF | 1134 | 0.513
AOI/OAI and AO/OA | 1067 | 0.113
other | 1 | 0.0000578
and+or+nand+nor | 978 | 0.0710
muxes | 946 | 0.229
buffers and inverters | 504 | 0.0336
registers in the layout (all words and copies together), names as in the netlist:
register	flops
ad.ALU_resp	32
data_out	32
dec.ALU_ctr	4
fmt	4
instr	32
pc	32
regisFile.regfile	1024
state	14
worst max-delay path, cell delays in order, from the launching register on:
cell and delay (ns):
dfxtp_1 0.36, nor2_4 0.11, buf_4 0.49, mux2i_4 0.32
buf_4 0.42, clkinv_1 0.35, clkdlybuf4s50_1 0.72
per-stage QoR:
stage	hold WS, ns	cells
detailed placement	0.485	6986
floorplan	0.431	4871
global route	0.505	7210
finish	0.482	7213
CTS	0.484	7208
global placement	0.469	6986
power by group:
group          internal (mW)  leakage, nW  switching [mW]
combinational         0.0754         13.1           0.123
sequential              1.65         10.5         0.00656
clock                  0.807         1.90           0.633
layout by cell type, fill, tap and decap left out, types with 130 or more instances in the layout:
cell      count
ha_1        130
mux4_2      427
a22oi_1     169
nand2_1     297
buf_4       228
edfxtp_1   1056
nor2_1      201
nand3_1     145
o21ai_0     138
a21oi_1     290
mux2i_1     465
how the worst min path moves through the flow:
stage	startpoint	to	slack, ns
4_1_cts	state[13]	state[1]	0.48
6_report	state[13]	state[1]	0.48
5_1_grt	state[13]	state[1]	0.50
Power and IR drop assume default switching activity.
