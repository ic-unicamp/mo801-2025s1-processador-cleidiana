==> design/flow/design.v <==
module memory(
  input clk,
  input [31:0] address,
  input [31:0] data_in,
  output [31:0] data_out,
  input we
);
reg [31:0] mem[0:1024];  
integer i;
assign data_out = mem[address[13:2]];
always @(posedge clk) begin
  if (we) begin
    mem[address[13:2]] = data_in;
  end
end
initial begin
  for (i = 0; i < 1024; i = i + 1) begin
    mem[i] = 32'h00000000;
  end
  $readmemh("memory.mem", mem);
end
endmodule
==> design/flow/run.sh <==
#!/bin/bash
# OpenROAD 26Q1-2900-gdf79404cd8, Yosys 0.63+post, stock flow scripts
make -C /OpenROAD-flow-scripts/flow DESIGN_CONFIG=/design/flow/config.mk WORK_HOME=/design/flow/orfs finish
==> design/flow/config.mk <==
export PLATFORM = sky130hd
export DESIGN_NAME = memory
export DESIGN_NICKNAME = memory
export VERILOG_FILES = /design/flow/design.v
export SDC_FILE = /design/flow/constraint.sdc
export NUM_CORES = 4
export LEC_CHECK = 1
export CORE_UTILIZATION = 40
export SYNTH_HDL_FRONTEND = slang
==> design/flow/constraint.sdc <==
current_design memory

set clk_period 135.5
set clk_io_pct 0.2

create_clock -name clk0 -period $clk_period [get_ports {clk}]

set non_clock_inputs [all_inputs -no_clocks]
set_input_delay [expr $clk_period * $clk_io_pct] -clock clk0 $non_clock_inputs
set_output_delay [expr $clk_period * $clk_io_pct] -clock clk0 [all_outputs]
==> results.cfg <==
; flow metrics
[worst_setup_path]
critPathTopFamily = buffers and inverters
cp-end-kind = output pin
max_stage_delay_ns = 0.68
required_ns = 108.40
startpoint = address[2]
path_class = in -> out
worst-path-buf-inv = 16
path_max_fanout = 63
cpMaxStageDelayCell = buf_4
crit_arrival_ns = 38.72
path_cells = buf_16 > buf_4 > buf_4 > buf_4 > buf_4 > buf_4 > buf_4 > buf_4 > buf_4 > buf_4 > buf_4 > buf_4 > mux4_2 > a22oi_1 > nand4_1 > a22oi_1 > buf_4 > nand4_1 > buf_4 > a22oi_1 > buf_4 > nand4_1 > clkdlybuf4s50_1
cp-start-kind = input port
cpMostUsedCell = buf_4

[finish]
drive_above_1_share_pct = 24.77
largest_reg_flops = 32800
stdcell_count = 102950
combGateArea_mm2 = 0.2430
fillCellCount = 249221
syn2layout_area_growth_pct = 14.32
lay_top_count = edfxtp_1
regArea_mm2 = 0.9849
lay_top_cells = edfxtp_1, mux4_2, mux2i_1, buf_4, a22oi_1

[drt]
firstDrtPassIters = 7
drt_iter0_drc = 44324
via_count = 603909
drc_errors = 0
viasPerCell = 5.866
ant_nets = 0
wirelength_um = 3847000
detail_route.wl_per_cell_um = 37.37

[final_timing]
relSlewSlack_pct = -4.895
timing.final.crit_share_pct = 48.58
rsz0062_at_grt = no
hold_viol = 0
setup_viol = 0
max_slew.worst_pin.slew_ns = 1.573
fin_setup_tns_ns = 0
finalWorstPathRequiredPeriod_ns = 65.82
max_freq_mhz = 15.19
maxSlewViolCount = 3
setup_ws_ns = 69.68
whs_ns = 25.74

[synth]
yosysUniqueCellTypes = 35
yosys-stat-area_mm2 = 1.234
avgSynthCellArea_um2 = 22.46
synth_cells = 54926
synth_flops = 32800
ys_cells = 54926
synth_area_mm2 = 1.234
yosysWarnings = 0
yosys.stat.seqShare_pct = 79.85

[clocking]
max-clock-path-buffers = 6
ctsHoldBuffers = 0
cts-buffers-inserted = 3228
cts_resized = 0
cts_max_level = 8
root_buffer = clkbuf_16
numClockSinks = 32800
cts_tree = done
post_cts_buffers = 0
clkTransAtPathRegs_ns = 0.06

[floorplan]
ios = 98
chipArea_mm2 = 3.091
die_w_um = 1758
fp-utilization_pct = 40.12
rows = 644
core-area_mm2 = 3.075
die_y_um = 1758

[worst_hold_path]
hold_class = in -> reg
whs_endpoint = mem[31827]
hold_depth = 1
hold_start = data_in[19]

[placed_design]
placed_cells = 96378
dp_slack_ns = 69.32
portBuffers = 77
place.detailed.hpwl_um = 2296000
gp_congestion = 0.9424

[global_route]
grt_pass1_vias = 652031
grt_use_total_pct = 27.31
grt_pass1_wl_um = 5244000
grt_antenna_before_repair = 262
grt_overflow = 0
grt_max_degree = 129

[pwr]
powerDensity_mw_per_mm2 = 14.67
p_total_mw = 20.69
power.leakage_nw = 438.2
ir_drop_mv = 0.01783

[outcome]
violations = capacitance limit, slew limit
outcome = complete, but fails checks

[job]
max_cap_viol_count = 1
warnings = 59
[per-stage QoR]
| stage | area, µm² | util (%) |
|---|---|---|
| 2_1_floorplan | 1234000 | - |
| 3_3_place_gp | 1309000 | 42.56 |
| 3_5_place_dp | 1309000 | 42.56 |
| 4_1_cts | 1408000 | 45.81 |
| 5_1_grt | 1410000 | 45.85 |
| 6_report | 1410000 | 45.86 |
[where the power goes]
| part | leakage, nW | total [mW] | internal (mW) | switching, mW |
|---|---|---|---|---|
| sequential | 295 | 11.2 | 11.2 | 0.000390 |
| clock | 48.6 | 8.55 | 4.73 | 3.82 |
| combinational | 95.0 | 0.974 | 0.287 | 0.687 |
[logic make-up after synthesis]
group                  share of synthesized area [%]
AOI/OAI and AO/OA                              3.371
and+or+nand+nor                                1.078
muxes                                          14.54
DFF                                            79.85
buffers and inverters                          1.161
[Yosys cell counts, drive strengths merged]
| cell type | number | share of area [%] |
|---|---|---|
| edfxtp | 32800 | 80 |
| mux4 | 6144 | 11 |
| mux2i | 4096 | 3.3 |
| a22oi | 3367 | 2.0 |
| o22ai | 2048 | 1.0 |
| buf | 1873 | 0.73 |
| clkbuf | 1415 | 0.43 |
| nor2 | 1029 | 0.31 |
| nand4 | 698 | 0.35 |
| nor4 | 512 | 0.26 |
| nand2 | 335 | 0.10 |
| a21oi | 311 | 0.13 |
| a41oi | 200 | 0.14 |
| a41o | 19 | 0.015 |
| nand4b | 17 | 0.012 |
| nand3 | 16 | 0.0065 |
| nor3b | 8 | 0.0049 |
| and3b | 6 | 0.0043 |
| nand4bb | 6 | 0.0055 |
| nor3 | 5 | 0.0024 |
| or4b | 4 | 0.0032 |
| nor2b | 3 | 0.0015 |
| and2 | 2 | 0.0010 |
| and3 | 2 | 0.0010 |
| nand3b | 2 | 0.0012 |
| nor4b | 2 | 0.0014 |
| or3b | 2 | 0.0014 |
| nand2b | 1 | 0.00051 |
| nor4bb | 1 | 0.00081 |
| or3 | 1 | 0.00051 |
| or4 | 1 | 0.00061 |
[metal layers]
metal / share of wire (%) / vias to the layer above / GRT usage [%]
li1: - / 244338 / -
met1: 27 / 304287 / 27.27
met2: 44 / 47385 / 37.13
met3: 22 / 7509 / 26.51
met4: 6.1 / 390 / 12.34
met5: 0.58 / - / 6.077
[area by class of cell]
cell class | instances | area share (%)
multi-input combinational | 18838 | 17.23
timing repair buffer | 3720 | 2.075
antenna | 677 | 0.1201
tap | 41021 | 3.640
sequential | 32800 | 69.85
clock inverter | 1800 | 1.081
clock buffer | 4094 | 6.007
[worst max-delay path by stage]
| stage | to | slack (ns) | cells past startpoint |
|---|---|---|---|
| finish | data_out[26] | 69.68 | 23 |
| CTS | data_out[26] | 69.31 | 23 |
| global route | data_out[3] | 68.93 | 23 |
Power and IR drop assume default switching activity.
